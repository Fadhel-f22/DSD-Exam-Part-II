[design/flow/config.mk]
export PLATFORM = sky130hd
export DESIGN_NAME = counter_4bit
export DESIGN_NICKNAME = counter_4bit
export VERILOG_FILES = /design/flow/design.v
export SDC_FILE = /design/flow/constraint.sdc
export NUM_CORES = 4
export LEC_CHECK = 1
export CORE_AREA = 10 10 70 70
export DIE_AREA = 0 0 80 80
[design/flow/constraint.sdc]
current_design counter_4bit

set clk_period 1.4
set clk_io_pct 0.2

create_clock -name clk0 -period $clk_period [get_ports {clk}]

set non_clock_inputs [all_inputs -no_clocks]
set_input_delay [expr $clk_period * $clk_io_pct] -clock clk0 $non_clock_inputs
set_output_delay [expr $clk_period * $clk_io_pct] -clock clk0 [all_outputs]
[design/flow/design.v]
module counter_4bit#(
)(
    input logic clk,
    input logic reset_n,
    input logic load,
    input logic [3:0] load_data,
    output logic [3:0] count
);
    logic [3:0] next_count;      
    assign next_count = load ? (load_data) : (count + 1);    
    always @(posedge clk, negedge reset_n)
    begin 
        if(!reset_n)               
            count <= 3'b000;
        else 
            count <= next_count;
    end
endmodule
[design/flow/run.sh]
#!/bin/bash
# OpenROAD 26Q1-2900-gdf79404cd8, Yosys 0.63+post, stock flow scripts
make -C /OpenROAD-flow-scripts/flow DESIGN_CONFIG=/design/flow/config.mk WORK_HOME=/design/flow/orfs finish
==> results.json <==
{
  "largest_reg_flops": 4,
  "reg2reg_depth": 3,
  "ys_seq_frac": 0.580,
  "rows": 21,
  "cpMaxStageDelayCell": "clkdlybuf4s50_1",
  "worstSkewPairLatency_ps": 240,
  "holdCritPathClass": "in2async",
  "min_period_ps": 1340,
  "fp.coreArea_um2": 3420,
  "required_ps": 1120,
  "drt_iter0_markers": 1,
  "yosys_area_um2": 173,
  "fin_ws_ps": 55.3,
  "max_slew_margin": 0.876,
  "routabilityCongestion": 0.699,
  "crit_arrival_ps": 1060,
  "dieWidth_um": 80,
  "final_cell_mix": "8 x clkdlybuf4s50_1, 4 x dfrtp_1, 4 x buf_4, 3 x nand2_1, 3 x clkbuf_4",
  "numSynthFlops": 4,
  "syn_area_um2": 173,
  "slowest_delay_ps": 490,
  "initCoreUtil": 0.0505,
  "place_hpwl_um": 511,
  "clkSinkCount": 4,
  "path_max_fanout": 2,
  "ys_cells": 15,
  "endpoint_kind": "output port",
  "path_buffers": 1,
  "ys_types": 9,
  "cp-start-kind": "register",
  "syn_inst": 15,
  "fmax_mhz": 744,
  "drt_first_pass_iters": 2,
  "clock-skew-final_ps": 1.21,
  "synth_warnings": 1,
  "drc": 0,
  "grt_overflow_total": 0,
  "r2r_setup_slack_ps": 240,
  "slew_violations": 0,
  "track_usage": 0.0214,
  "setup_viol": 0,
  "grt_pass1_vias": 177,
  "ant_nets": 0,
  "place_ws_ps": 178,
  "antennaDiodeCount": 0,
  "maxCapViolCount": 0,
  "timing.rr.end": "count[1]$_DFF_PN0_",
  "largest_register": "count",
  "vias_per_cell": 2.14,
  "die_area_um2": 6400,
  "max-vdd-ir-drop_mv": 0.467,
  "drt-total-wl_um": 635,
  "avgSynthCellArea_um2": 11.5,
  "power_mw": 0.402,
  "finalCritPeriodShare": 0.961,
  "rsz0062_at_grt": "false",
  "power_density_nw_per_um2": 1040,
  "htreeDepth": 1,
  "r2r_start": "count[0]$_DFF_PN0_",
  "path_delay_family": "buffers and inverters",
  "drive_above_1_share": 0.250,
  "clk_pin_slew_ps": 40,
  "p_leak_nw": 0.168,
  "cts_tree": "done",
  "cts_buffers": 3,
  "setup-tns-final_ps": 0,
  "lay_top_count": "clkdlybuf4s50_1",
  "cts_root_buf": "clkbuf_4",
  "critical_path_class": "reg2out",
  "tool_warnings": 25,
  "num_vias": 167,
  "grt_pass1_wl_um": 966,
  "ios": 11,
  "tightest_slew_ps": 185,
  "dieHeight_um": 80,
  "status": "complete, no violations",
  "area_growth_pct": 125,
  "grt_max_degree": 7,
  "io_buffers": 10,
  "hold_viol": 0,
  "clk_path_buf_depth": 2,
  "wire_per_inst_um": 8.14,
  "reg_top3": "count: 4 flops",
  "worstPathCellList": "clkdlybuf4s50_1",
  "grt_antenna_before_repair": 0
}
[synthesized netlist by cell type]
master | n | area, µm²
o21ai_1 | 1 | 5.00
o21ai_0 | 2 | 10.0
ha_1 | 1 | 12.5
xnor2_1 | 1 | 8.76
dfrtp_1 | 4 | 100
nand2_1 | 3 | 11.3
nand3_1 | 1 | 5.00
mux2_2 | 1 | 11.3
xor2_1 | 1 | 8.76
[timing repair]
item | CTS | global route
endpoints found under the setup margin | 2 | 2
hold buffers | 0 | 0
gates resized | 0 | 2
setup buffers | 2 | 1
pin swaps | 0 | 0
hold endpoints to repair | 0 | 0
[cell type report]
cell class | instances | area (µm²)
Timing Repair Buffer | 14 | 135
Sequential cell | 4 | 100
Fill cell | 398 | 3030
Tap cell | 46 | 57.6
Multi-Input combinational cell | 11 | 72.6
Clock buffer | 3 | 22.5
[worst max-delay path by stage]
stage	endpoint	cells past startpoint	start	slack [ps]
after CTS	count[3]	1	count[3]$_DFF_PN0_	9
after global routing	count[0]	1	count[0]$_DFF_PN0_	4
final	count[2]	1	count[2]$_DFF_PN0_	60
[per-layer routing]
metal | share of wire | vias up | GRT usage
met3 | 0.17 | 0 | 0.0205
met2 | 0.18 | 14 | 0.0161
li1 | - | 86 | -
met1 | 0.65 | 67 | 0.0355
met4 | 0 | 0 | 0.00176
met5 | 0 | - | 0
[logic make-up after synthesis]
logic type,count (synthesis),synth area share
AND/OR/NAND/NOR,4,0.0942
flip-flops,4,0.580
AND-OR/OR-AND,3,0.0869
XOR/XNOR,2,0.101
multiplexers,1,0.0652
adder cells (fa/ha/maj),1,0.0725
[metrics by stage]
step	hold slack [ps]	area (µm²)	instances	util
finish	241	388	78	0.114
global route	255	388	78	0.114
CTS	242	375	77	0.110
detailed placement	498	338	72	0.0989
global placement	493	338	72	0.0989
floorplan	-15.6	173	15	-
[report_power, final]
| group | internal (mW) | total [mW] | leakage [nW] | switching, mW |
|---|---|---|---|---|
| clock network | 0.0962 | 0.148 | 0.0138 | 0.0519 |
| logic | 0.0767 | 0.110 | 0.107 | 0.0332 |
| registers | 0.134 | 0.144 | 0.0477 | 0.0103 |
Power figures rest on the tool's default switching activity, not on a simulated workload.
